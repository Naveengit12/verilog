**design/flow/design.v**
```verilog
`timescale 1ns / 1ps
module Q3(
    input  [7:0]binary_in,
    output [11:0]bcd_out   
);
    integer i;
    reg [19:0] shift_reg;
    always @(*) begin
        shift_reg = 20'd0;
        shift_reg[7:0] = binary_in;
        for (i = 0; i < 8; i = i + 1) begin
            if (shift_reg[11:8] >= 5)
                shift_reg[11:8] = shift_reg[11:8] + 3;
            if (shift_reg[15:12] >= 5)
                shift_reg[15:12] = shift_reg[15:12] + 3;
            if (shift_reg[19:16] >= 5)
                shift_reg[19:16] = shift_reg[19:16] + 3;
            shift_reg = shift_reg << 1;
        end
    end
   assign bcd_out = shift_reg[19:8];
endmodule
```
**design/flow/run.sh**
```bash
#!/bin/bash
# OpenROAD 26Q1-2900-gdf79404cd8, Yosys 0.63+post, stock flow scripts
make -C /OpenROAD-flow-scripts/flow DESIGN_CONFIG=/design/flow/config.mk WORK_HOME=/design/flow/orfs finish
```
**design/flow/config.mk**
```make
export PLATFORM = sky130hd
export DESIGN_NAME = Q3
export DESIGN_NICKNAME = Q3
export VERILOG_FILES = /design/flow/design.v
export SDC_FILE = /design/flow/constraint.sdc
export NUM_CORES = 4
export LEC_CHECK = 1
export CORE_AREA = 10 10 70 70
export DIE_AREA = 0 0 80 80
```
**design/flow/constraint.sdc**
```tcl
current_design Q3

set clk_period 4.9
set clk_io_pct 0.2

create_clock -name clk0 -period $clk_period

set non_clock_inputs [all_inputs -no_clocks]
set_input_delay [expr $clk_period * $clk_io_pct] -clock clk0 $non_clock_inputs
set_output_delay [expr $clk_period * $clk_io_pct] -clock clk0 [all_outputs]
```
==> GITHUB_STEP_SUMMARY <==
### Metrics collected by this job

| Metric | Value |
|---|---|
| MUX share of area | `15.12%` |
| Post-synth seq share | `0%` |
| Vias per cell | `5.148` |
| Cts hold-fix bufs | `0` |
| Crit-path most repeated cell | `ha_4` |
| Hpwl dp | `2469 um` |
| HP Class | `in2out` |
| CP startpoint kind | `input pin` |
| Die width | `80 um` |
| Placed cells | `260` |
| Drc violations | `0` |
| First-pass GRT wire length | `5920 um` |
| Worst slew pin tran | `0.6628 ns` |
| Min-Delay Startpoint | `binary_in[0]` |
| Final ANT Viol Nets | `0` |
| DIE AREA | `0.006400 sq mm` |
| Register Area | `0 sq um` |
| CP required | `3.92 ns` |
| Max Slew Vio Count | `0` |
| DP Area | `0.001787 sq mm` |
| Final Power | `0.0006297 W` |
| Fin. Hold Viols | `0` |
| Log Warnings | `38` |
| Yosys warns | `1` |
| Wire per inst | `13.08 um` |
| Core Area | `0.003416 sq mm` |
| Initial Util | `31.50%` |
| Chip Area, Yosys | `0.001076 sq mm` |
| XOR/XNOR Fraction of Synth Area | `3.256%` |
| Post-Route WL | `3716 um` |
| Max Used Layer | `met4` |
| Crit Path Max Fanout | `4` |
| Kind of critical path | `in2out` |
| Met2 WL post-DR | `1761 um` |
| Final Cell Area | `0.002171 sq mm` |
| Fraction of layout cells with a size suffix above 1 | `63.87%` |
| Slowest-stage cell, CP | `or3_4` |
| GRT Total Usage | `10.46%` |
| Grt ovf | `0` |
| Area Overhead vs Synth | `101.7%` |
| 1st-iter DRT viols | `80` |
| Initial antenna violation count | `0` |
| Worst Path Arrival | `5.19 ns` |
| Vias post-DR | `1462` |
| Simple share | `26.63%` |
| MaxCap Viol Count | `0` |
| Fin crit share | `125.9%` |
| WL met1 | `1880 um` |
| Max Clk Rate | `0.1621 GHz` |
| Finish-stage setup viols | `9` |
| Mapped cell area | `0.001076 sq mm` |
| WHS Path Cells | `0` |
| Routability cong. | `0.8870` |
| Cells in synth_stat.txt | `151` |
| Critical Path End Type | `primary output` |
| DR pass1 iterations | `4` |
| Ports | `20` |
| RSZ-0062 raised after global routing | `true` |
| Logic family by area | `AND-OR/OR-AND gates` |
| Post-Synth Adder-Cell Area | `10.47%` |
| Yosys aoi share | `36.74%` |
| Port bufs | `16` |
| Worst Hold End | `bcd_out[0]` |
| Leak | `0.9349 nW` |
| Util after Layout | `63.55%` |
| Met3 wire len | `55 um` |
| Relative slew margins | `54.55%` |
| Status | `complete, but fails checks` |
| Final min period | `6.169 ns` |
| Failing checks | `negative setup slack` |
| Antenna Cells | `0` |
| Std cell rows | `21` |
| Gate Count Post-Synth | `151` |
| Post-route setup slack | `-1.269 ns` |
| Finished Layout Cells | `284` |
| CP max stage delay | `0.32 ns` |
| Synth unique cells | `51` |
| Max IR drop VDD | `0.1568 mV` |
| Power Dens Cells | `290.1 mW/mm^2` |
| Flops | `0` |
| Largest net degree at the start of global routing | `13` |
| Vias in the first global route | `1374` |
| Die height | `80 um` |
| Mean Syn Cell Area | `7.126 sq um` |
| Clock buffer cells | `0` |
area by class of cell:
| type | instances | area (sq um) |
|---|---|---|
| Fill cell | 259 | 1245 |
| Timing Repair Buffer | 93 | 739.5 |
| Multi-Input combinational cell | 136 | 1334 |
| Tap cell | 46 | 57.56 |
| Inverter | 9 | 40.04 |
cell usage after synthesis (all sizes together), types with 4 or more instances:
library cell  instances  share of area (%)
a21oi                12                6.3
buf                   5                3.6
ha                    9                 10
inv                   9                3.1
mux2                  6                7.0
mux2i                 8                8.1
nand2                17                5.9
nor2                 12                4.2
nor3                  8                3.7
o21ai                 9                4.2
xnor2                 4                3.3
layer usage:
layer | vias to the layer above | track usage [%]
li1 | 741 | -
met1 | 700 | 15.34
met2 | 19 | 17.09
met3 | 2 | 0.2273
met4 | 0 | 1.056
met5 | - | 0
cell families after synthesis:
| family | count (synthesis) |
|---|---|
| AND/OR/NAND/NOR | 57 |
| AND-OR/OR-AND | 50 |
| buffers and inverters | 16 |
| multiplexers | 14 |
| adder cells (fa/ha/maj) | 9 |
| XOR/XNOR | 4 |
| other | 1 |
power by group:
group | internal, W | switching [W]
Sequential | 0 | 0
Combinational | 0.000357 | 0.000272
Clock | 0 | 0
stage by stage:
step | hold slack, ns | TNS [ns] | setup WS [ns]
6_report | 1.960 | -6.072 | -1.269
3_5_place_dp | 1.960 | -12.32 | -2.107
2_1_floorplan | 2.026 | -3.634 | -1.142
4_1_cts | 1.960 | -5.812 | -1.298
3_3_place_gp | 1.960 | -11.76 | -1.995
5_1_grt | 1.960 | -8.110 | -1.566
cells in the final DEF (no fill, tap or decap), types with 4 or more instances in the layout:
cell type | Yosys | layout
inv_1 | 9 | 5
clkdlybuf4s50_1 | 0 | 7
a21oi_1 | 10 | 6
o21ai_1 | 0 | 5
buf_6 | 1 | 4
buf_4 | 3 | 73
nand2_1 | 17 | 15
ha_4 | 0 | 4
ha_2 | 0 | 5
nor2_1 | 12 | 9
buf_2 | 1 | 5
worst max-delay path: cells and delay by family:
| family | cells | cell delay [ns] |
|---|---|---|
| and+or+nand+nor | 7 | 1.07 |
| adders and majority gates | 5 | 0.88 |
| AOI/OAI and AO/OA | 5 | 0.76 |
| muxes | 3 | 0.63 |
| buffers and inverters | 5 | 0.47 |
| xor gates and xnor gates | 2 | 0.40 |
worst max path at each step:
stage                        start          to  depth (start not counted)
after global routing  binary_in[5]  bcd_out[6]                         27
after CTS             binary_in[5]  bcd_out[6]                         27
final                 binary_in[5]  bcd_out[6]                         27
timing repair:
item | in CTS | in global routing
cloned | 0 | 0
setup endpoints to repair | 9 | 9
pin swaps | 24 | 18
setup buffers | 14 | 11
hold endpoints to repair | 0 | 0
resized | 62 | 19
No activity file was given, so power comes from the tool's default toggle rates.
