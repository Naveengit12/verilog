==> ./config.mk <==
export PLATFORM = sky130hd
export DESIGN_NAME = Q15
export DESIGN_NICKNAME = Q15
export VERILOG_FILES = /design/flow/design.v
export SDC_FILE = /design/flow/constraint.sdc
export NUM_CORES = 4
export LEC_CHECK = 1
export CORE_AREA = 10 10 88 88
export DIE_AREA = 0 0 98 98
==> ./constraint.sdc <==
current_design Q15

set clk_period 3.2
set clk_io_pct 0.2

create_clock -name clk0 -period $clk_period [get_ports {clk}]

set non_clock_inputs [all_inputs -no_clocks]
set_input_delay [expr $clk_period * $clk_io_pct] -clock clk0 $non_clock_inputs
set_output_delay [expr $clk_period * $clk_io_pct] -clock clk0 [all_outputs]
==> ./run.sh <==
#!/bin/bash
# OpenROAD 26Q1-2900-gdf79404cd8, Yosys 0.63+post, stock flow scripts
make -C /OpenROAD-flow-scripts/flow DESIGN_CONFIG=/design/flow/config.mk WORK_HOME=/design/flow/orfs finish
==> ./design.v <==
`timescale 1ns / 1ps
module Q15(
    input start, stop, reset, clk,
    output reg [9:0] millisec, 
    output reg [5:0] sec, min);
    always @(posedge clk or posedge reset) begin
        if (reset) begin
            millisec<=0;
            sec<=0;
            min<=0;
            end
        else begin
            if (~stop) begin
                if (start) begin
                    if (millisec == 999) begin
                            sec<=sec+1;
                            millisec<=0;
                        end
                    else millisec<=millisec+1;
                    if (sec==59) begin
                        min<=min+1;
                        sec<=0;
                        end
                    end
                end
            end
    end
endmodule
==> CHANGELOG.md <==
## Flow update

* Clock sink count at 22
* Buffers added on ports at 25
* Fraction of the core area occupied by cells at floorplan at 0.191
* Iter 0 DRT Violations at 38
* Buffers from clock root to sink, at most at 2
* Power density over the cells at 500 nW/um^2
* Cell area after technology mapping at 1130 sq um
* Outcome: finished, final reports clean
* Wirelength, routed at 2510 microns
* Post-route antenna net violation count at 0
* Tally of unique sky130hd cells used after synthesis at 34
* Proportion of layout cells with a drive suffix above 1 at 0.102
* Area taken by multi-input logic gates at 547 sq um
* Max-cap violation count at 0
* Critical path data arrival time at 2.32 ns
* Clock tree from TritonCTS: done
* Post-synthesis cell count from yosys at 100
* Yosys top cell area share at 0.488
* Minimum hold slack at 0.473 ns
* Post-synthesis chip area from yosys at 1130 sq um
* Category of the most critical setup path: input port to flop
* Fin crit period at 2.16 ns
* Number of vias in the routed layout at 815
* Data required time of the critical path at 3.36 ns
* Resized cells post-CTS at 0
* Fraction of the yosys area taken by sequential cells at 0.488
* Setup-failing EPs final at 0
* Clk root buf: sky130_fd_sc_hd__clkbuf_8
* Top cells by area: sky130_fd_sc_hd__dfrtp_1, sky130_fd_sc_hd__xnor2_1, sky130_fd_sc_hd__and3_1
* Main synth FF type: sky130_fd_sc_hd__dfrtp_1
* Final non-filler cell total at 202
* Static leakage at 0.691 nW
* Worst-margin pin slew at 0.500 ns
* Final sum of negative setup slack at 0 ns
* Relative slew margins at 0.667
* Placed instance area at 1460 sq um
* Site Rows at 28
* First-pass detailed-route iteration total at 4
* FMAX at 463 MHz
* Synthesized flop and latch total at 22
* Leading cell type by number of instances after synthesis: sky130_fd_sc_hd__dfrtp_1
* Startpoint types: input port
* Number of buffers added for setup after CTS at 0
* Dominant cell type by area after synthesis: sky130_fd_sc_hd__dfrtp_1
* Global route total overflow at 0
* Setup repair after global routing missed its margin: false
* Final worst path period share at 0.676
* Fin Clk Skew at 0.00247 ns
* Clk Latency, worst-skew pair at 0.26 ns
* Synth warn at 1
* Fill cell instance count of the final layout at 624
* HPWL after detailed placement at 1880 microns
* Relative area change from synthesis to final layout at 35.4%
* Post-route DRC violation count at 0
* Total area of sequential cells at 551 sq um
* Type of the tightest min-delay check: flop to flop
* Log Warnings at 25
* Maximum number of pins on one net before global-route repair at 23
* Average wire length per cell after detail routing at 12.4 microns
* Count of flip-flops with a built-in enable after synthesis at 0
* Total core area at 5920 sq um
* Antenna violations before repair at 0
* Max-slew violations at 0
* Ranking of synthesized cells by instance count: sky130_fd_sc_hd__dfrtp_1, sky130_fd_sc_hd__xnor2_1, sky130_fd_sc_hd__nand2_1, sky130_fd_sc_hd__nor2_1, sky130_fd_sc_hd__and3_1
* Number of cells after detailed placement at 198
* Final design instance area without fill at 1530 sq um
* RD Place Congestion at 0.749
* Number of global-route vias before repair at 787
* Hold buffer count at cts at 0
* Clock slew at the register clock pins of the worst setup and hold paths at 0.08 ns
* CTS HTree Levels at 1
* Final Hold Vio Count at 0
* Drt via density at 4.03
* TritonCTS Buffers at 3
* Gr usage total at 0.0513
* Chip Height at 98 microns
* Syn avg cell area at 11.3 sq um
* Worst-case vdd ir drop at 0.265 mV
* Chip area at 9600 sq um
* Cell count after synthesis at 100
* Horizontal die dimension at 98 microns
* Count of boundary I/O pins at 26
* Async set-reset flop share out of synthesis at 1.00
* Number of antenna diodes at 0
* Largest fanout of any net on the critical path at 10
* First-pass GRT wire length at 4210 microns
* Nature of the critical path endpoint: flop
registers in the layout, indices dropped and copies added (netlist names):
register / flops
sec: 6
millisec: 10
min: 6
where the power goes:
group	total, mW	internal [mW]	switching, mW
combinational	0.134	0.0947	0.0398
sequential	0.367	0.311	0.0556
clock	0.262	0.167	0.0947
final timing paths:
| check | startpoint | to | slack, ns | depth (start not counted) |
|---|---|---|---|---|
| max in group asynchronous | reset | millisec[3] | 2.26 | 3 |
| max | stop | sec[1] | 1.04 | 5 |
| min reg2reg | min[5] | min[5] | 0.47 | 1 |
| min | min[5] | min[5] | 0.47 | 1 |
| max reg2reg | millisec[0] | sec[1] | 1.30 | 5 |
| min in group asynchronous | reset | min[3] | 0.71 | 3 |
placed cells by master, fill, tap and decap left out, drive strengths merged, types with 2 or more instances in the layout:
master / count
xnor2: 9
clkdlybuf4s50: 25
a21oi: 2
dfrtp: 22
ha: 3
nor2b: 3
inv: 2
mux2i: 3
nand2: 9
xor2: 3
clkbuf: 3
nand4: 6
and3: 8
mux2: 3
nor2: 9
o2111ai: 2
final cells by class:
type | instances | area share
flip-flops and latches | 22 | 0.360
multi-input cells | 73 | 0.358
repair buffers | 26 | 0.169
well taps | 75 | 0.0614
clock buffers | 3 | 0.0270
clock inverters | 1 | 0.0197
inverters | 2 | 0.00491
metal layers:
| metal | share of wire | vias to the layer above | global-route usage |
|---|---|---|---|
| li1 | - | 411 | - |
| met4 | 0.011 | 0 | 0.00783 |
| met3 | 0.083 | 2 | 0.0220 |
| met1 | 0.47 | 388 | 0.0683 |
| met5 | 0 | - | 0 |
| met2 | 0.43 | 14 | 0.0772 |
kinds of logic (layout without fill, tap and decap cells):
family                     after synthesis  count (layout)  share of synthesized area
and+or+nand+nor                         42              42                      0.226
adders and majority gates                3               3                     0.0333
buffers and inverters                    5              32                     0.0277
muxes                                    6               6                     0.0632
xor gates and xnor gates                12              12                     0.0931
AOI/OAI and AO/OA                       10              10                     0.0687
DFF                                     22              22                      0.488
through the flow:
| step | util | power (mW) | worst slack, ns |
|---|---|---|---|
| after global placement | 0.246 | 0.512 | 0.745 |
| after CTS | 0.258 | 0.775 | 1.00 |
| after detailed placement | 0.246 | 0.512 | 0.712 |
| after floorplan | - | 0.417 | 1.47 |
| final | 0.258 | 0.763 | 1.04 |
| after global routing | 0.258 | 0.805 | 0.965 |
critical path: stages:
cell	delay, ns
sky130_fd_sc_hd__clkdlybuf4s50_1	0.41
sky130_fd_sc_hd__and4b_4	0.37
sky130_fd_sc_hd__and3b_1	0.49
sky130_fd_sc_hd__nor2_4	0.10
sky130_fd_sc_hd__mux2_4	0.31
Power and IR drop assume default switching activity.
