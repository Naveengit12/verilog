### ./config.mk
export PLATFORM = sky130hd
export DESIGN_NAME = four_bit_RCA
export DESIGN_NICKNAME = four_bit_RCA
export VERILOG_FILES = /design/flow/design.v
export SDC_FILE = /design/flow/constraint.sdc
export NUM_CORES = 4
export LEC_CHECK = 1
export CORE_AREA = 10 10 70 70
export DIE_AREA = 0 0 80 80
### ./constraint.sdc
current_design four_bit_RCA

set clk_period 2.9
set clk_io_pct 0.2

create_clock -name clk0 -period $clk_period

set non_clock_inputs [all_inputs -no_clocks]
set_input_delay [expr $clk_period * $clk_io_pct] -clock clk0 $non_clock_inputs
set_output_delay [expr $clk_period * $clk_io_pct] -clock clk0 [all_outputs]
### ./design.v
`timescale 1ns / 1ps
module one_bit_RCA (
    input A, B, C_in,
    output Sum, C_out
);
    wire w1, w2, w3, w4;
    xor (w1, A, B);
    xor (Sum, w1, C_in);
    and (w2, A, B);
    and (w3, B, C_in);
    and (w4, A, C_in);
    or  (C_out, w2, w3, w4);
endmodule
module four_bit_RCA (
    input [3:0] A, B,
    input C_in,
    output [3:0] Sum,
    output C_out
);
    wire C1, C2, C3;
    one_bit_RCA U0 (.A(A[0]), .B(B[0]), .C_in(C_in), .Sum(Sum[0]), .C_out(C1));
    one_bit_RCA U1 (.A(A[1]), .B(B[1]), .C_in(C1),   .Sum(Sum[1]), .C_out(C2));
    one_bit_RCA U2 (.A(A[2]), .B(B[2]), .C_in(C2),   .Sum(Sum[2]), .C_out(C3));
    one_bit_RCA U3 (.A(A[3]), .B(B[3]), .C_in(C3),   .Sum(Sum[3]), .C_out(C_out));
endmodule
### ./run.sh
#!/bin/bash
# OpenROAD 26Q1-2900-gdf79404cd8, Yosys 0.63+post, stock flow scripts
make -C /OpenROAD-flow-scripts/flow DESIGN_CONFIG=/design/flow/config.mk WORK_HOME=/design/flow/orfs finish
==> results_tabular.tex <==
% Synthesis and place-and-route results
\begin{tabular}{lr}
\hline
Metric & Value \\
\hline
\multicolumn{2}{l}{\textbf{Status}} \\
Result of the run & completed \\
\multicolumn{2}{l}{\textbf{Floorplan}} \\
DIE WIDTH & 80 um \\
DIE AREA & 6400 sq um \\
FP Util & 4.32\% \\
Die outline height & 80 um \\
Top-Level Pins & 14 \\
Placeable Area & 3420 sq um \\
Count of standard-cell rows & 21 \\
\multicolumn{2}{l}{\textbf{Setup path}} \\
Source of the critical timing path & B[0] \\
Worst setup EP type & output pin \\
Data required time of the critical path & 2320 ps \\
Launching element type of the critical path & input pin \\
Setup CP Type & input pin to output pin \\
Worst-path maximum fanout & 1 \\
Data arrival time of the critical path & 2230 ps \\
\multicolumn{2}{l}{\textbf{Power}} \\
Portion of total power attributed to sequential cells & 0\% \\
Psw & 15.4 uW \\
Cell internal pwr & 30.6 uW \\
Power per cell area & 144 nW/um\^{}2 \\
Share of power burned in the clock network & 0\% \\
LEAKAGE & 0.141 nW \\
Sum of internal, switching and leakage power & 46.0 uW \\
Logic gate share of total power & 100.0\% \\
Maximum resistive drop on vdd & 0.0000330 V \\
Proportion of total power due to net switching & 33.5\% \\
\multicolumn{2}{l}{\textbf{GRT}} \\
Global-route wire length before repair & 545 um \\
Vias in the first global route & 122 \\
Overflow after GRT & 0 \\
Met2 demand-to-capacity share in global routing & 0.722\% \\
Met1 capacity usage during global routing & 2.01\% \\
Total routing usage reported by global routing & 1.09\% \\
Busiest layer in global routing & met1 \\
Met3 usage & 0.909\% \\
Antenna violations before repair & 0 \\
Pin count of the biggest net entering global routing & 2 \\
\multicolumn{2}{l}{\textbf{Min path}} \\
Worst hold path type & input pin to output pin \\
Beginning of the worst hold path & C\_in \\
\multicolumn{2}{l}{\textbf{Timing}} \\
FMAX & 0.356 GHz \\
Setup repair after global routing missed its margin & no \\
Slew at the pin closest to its max-slew limit & 105 ps \\
Final worst-path cycle share & 96.8\% \\
Final-report max-slew violation count & 0 \\
Endpoints failing hold & 0 \\
Total setup violations reported at the end of the flow & 0 \\
Final worst path period need & 2810 ps \\
Worst rel slew slack & 93.1\% \\
Post-layout worst setup margin & 93.1 ps \\
\multicolumn{2}{l}{\textbf{Route}} \\
Wire length per cell after detailed routing & 5.36 um \\
Router iterations before antenna repair & 1 \\
Detailed-route DRC error count & 0 \\
Post-Route WL & 397 um \\
Number of DRC violations after detailed-routing iteration 0 & 0 \\
Mean number of vias per cell & 1.65 \\
Number of antenna repair diodes & 0 \\
Post-detailed-route count of antenna-violating nets & 0 \\
Routed via count & 122 \\
\multicolumn{2}{l}{\textbf{Synthesis}} \\
Seq share, synth & 0\% \\
Most area-hungry cell type in the Yosys netlist & fa\_1 \\
Area contributors post-synth & fa\_1 (54\%), inv\_1 (25\%), buf\_4 (20\%) \\
Most frequent cell after synthesis & inv\_1 \\
Avg Inst Size Synth & 8.20 sq um \\
Instance tally after logic synthesis & 18 \\
Count of instantiated cells in the yosys netlist & 18 \\
Synth Cell Area & 148 sq um \\
Library cells used by synthesis & 3 \\
Proportion of netlist area held by the largest area contributor & 54.2\% \\
Most common library cells after synthesis & inv\_1 (10), buf\_4 (4), fa\_1 (4) \\
Synthesis Warnings & 0 \\
Chip area in the Yosys report & 148 sq um \\
\multicolumn{2}{l}{\textbf{Clock tree}} \\
Setup bufs post-CTS & 0 \\
Quantity of hold-fixing buffers added after cts & 0 \\
\multicolumn{2}{l}{\textbf{Place}} \\
Worst slack at placement & -732 ps \\
Standard cell area after detailed placement & 315 sq um \\
Port buffer count & 14 \\
Total half-perimeter wirelength after legalization and detailed placement & 375 um \\
Number of instances in the placed design & 74 \\
Routability congestion estimate & 0.758 \\
\multicolumn{2}{l}{\textbf{Job}} \\
OpenROAD warning count & 32 \\
Max cap viols & 0 \\
\multicolumn{2}{l}{\textbf{Cells and area}} \\
Post-synthesis to final-layout area growth & 117\% \\
Ratio of cells with drive above 1 in the final layout & 42.9\% \\
Area of the multi-input gates & 87.6 sq um \\
FF/Latch Area & 0 sq um \\
Fillcell total & 401 \\
Post-route standard cell area excluding fillers & 320 sq um \\
Final standard cell count with taps included and fillers excluded & 74 \\
Layout sequential cell count & 0 \\
Count of clock buffers in the final design & 0 \\
\hline
\end{tabular}
## repair_timing
action	4_1_cts	5_1_grt
gates resized	29	2
gates cloned	0	0
pin swaps	4	4
endpoints found under the setup margin	4	1
## worst max-delay path: stages
cell and delay (ps):
buf_6 90, inv_2 50, fa_2 180, inv_2 40, fa_2 350, fa_2 340
inv_2 60, fa_1 390, inv_1 60, buf_2 80
## layout make-up
type,instances,share of cell area [%]
repair buffers,14,42.2
multi-input cells,4,27.3
inverters,10,12.5
well taps,46,18.0
## cells by family (layout without fill, tap and decap cells)
| family | after synthesis | count (layout) | synth area share [%] |
|---|---|---|---|
| buffers and inverters | 14 | 24 | 45.8 |
| adders and majority gates | 4 | 4 | 54.2 |
## placed cells by master (no fill, tap or decap), drive strengths merged
cell / netlist / final
clkdlybuf4s15: 0 / 1
buf: 4 / 4
inv: 10 / 10
clkdlybuf4s50: 0 / 6
fa: 4 / 4
dlygate4sd2: 0 / 3
## power groups by stage
stage / Combinational [mW] / Clock (mW) / Sequential (mW)
CTS: 0.0459 / 0 / 0
finish: 0.0460 / 0 / 0
global route: 0.0536 / 0 / 0
## per-layer routing
| layer | wire length (um) | part of all wire (%) |
|---|---|---|
| met5 | 0 | 0 |
| met4 | 0 | 0 |
| met2 | 69 | 17 |
| met3 | 109 | 27 |
| met1 | 217 | 55 |
## path summary, 6_finish.rpt
| path | end | slack (ps) | depth (start not counted) |
|---|---|---|---|
| max | Sum[3] | 90 | 10 |
| min | Sum[0] | 1900 | 5 |
## per-stage QoR
stage               hold slack (ps)  setup TNS [ps]  util, %
global placement               2200           -1670     9.23
CTS                            1910               0     9.12
floorplan                      1380               0        -
global route                   1930               0     9.38
finish                         1900               0     9.38
detailed placement             2200           -1700     9.23
Power and IR drop assume default switching activity.
